==> design/flow/design.v <==
module prescaler
  #(parameter WIDTH = 10)
   (input  clk,
    input  reset,
    output reg cout);
   reg [WIDTH:1] ctr = 0;
   always @(posedge clk)
     if (!reset)
       {cout, ctr} <= ctr + 1;
     else
       {cout, ctr} <= {1'b0, {WIDTH{1'b0}}};
endmodule
==> design/flow/run.sh <==
#!/bin/bash
# OpenROAD 26Q1-2900-gdf79404cd8, Yosys 0.63+post, stock flow scripts
make -C /OpenROAD-flow-scripts/flow DESIGN_CONFIG=/design/flow/config.mk WORK_HOME=/design/flow/orfs finish
==> design/flow/config.mk <==
export PLATFORM = sky130hd
export DESIGN_NAME = prescaler
export DESIGN_NICKNAME = prescaler
export VERILOG_FILES = /design/flow/design.v
export SDC_FILE = /design/flow/constraint.sdc
export NUM_CORES = 4
export LEC_CHECK = 1
export CORE_AREA = 10 10 71 71
export DIE_AREA = 0 0 81 81
==> design/flow/constraint.sdc <==
current_design prescaler

set clk_period 2.7
set clk_io_pct 0.2

create_clock -name clk0 -period $clk_period [get_ports {clk}]

set non_clock_inputs [all_inputs -no_clocks]
set_input_delay [expr $clk_period * $clk_io_pct] -clock clk0 $non_clock_inputs
set_output_delay [expr $clk_period * $clk_io_pct] -clock clk0 [all_outputs]
==> Changelog: implementation <==
### Changed

- Worst-path clk slew: 0.05 ns
- Mean Syn Cell Area: 9.291 sq um
- Xor+xnor area frac: 0.06017
- Status: complete, no violations
- P_int: 275.7 uW
- Post-Synth Adder-Cell Area: 0.02865
- Crit. End Element: output port
- Num Clock Sinks: 11
- Synth-to-layout area growth: 27.79%
- Post-synth top area share: 0.5043
- Filler cells: 407
- R2R cell count: 4
- 1st-pass router iterations: 4
- Initial antenna violation count: 0
- Ports: 3
- Post-CTS sizing: 0
- Cell Area, Placed: about 510 sq um
- Worst-margin pin slew: ~0.36 ns
- Hold depth: 1
- Floorplan utilization: 0.1202
- OpenROAD warning count: 25
- CP Class: reg -> out
- # Cells Yosys: about 47
- Fin crit period: 1.527 ns
- AND-OR/OR-AND Cells, Area Fraction: 0.09742
- H-Tree Depth: 1
- Hold buffer count at cts: 0
- Post-Syn Area: around 440 sq um
- Switching pwr: just under 70 uW
- Largest net degree at the start of global routing: 12
- Synthesis area per yosys: about 440 sq um
- Largest cells by area after synthesis: dfxtp_1 (50%), a21oi_1 (4.6%), or3_1 (4.3%)
- Worst-case clock buffer depth: 2
- DRT Wirelength: about 680 microns
- Pins Over Slew Limit: 0
- Post-synth seq share: 0.5043
- Syn Inst Count: 47
- Total gr overflow: 0
- Post-DP HPWL: around 470 microns
- Warnings from Yosys: 1
- Rows: 22
- CP max FO: 1
- Worst path top cell family by delay: buffers and inverters
- Sw Ratio: 0.1976
- Flops after synth: 11
- Maximum clock frequency: approximately 650 MHz
- Finished Cell Area: 558.0 sq um
- Vias: 328
- DRC: 0
- MUX share of area: 0.02292
- Tot GR Track Use: 0.02483
- Die Size: between 6000 and 7000 sq um
- Synth area leader: dfxtp_1
- Buffers on Ports: 2
- Comb area leader: simple AND/OR/NAND/NOR gates
- Chip Height: just over 80 microns
- RSZ-0062 raised after global routing: false
- DRT iter0 DRCs: 7
- N_diodes: 0
- VDD IR max: about 500 uV
- Combinational share of power: 0.031
- Via density: 3.280
- Distinct lib cells: 21
- Clk latency late pin: about 0.23 ns
- CTS tree: built
- GPL Wtd Cong: 0.7199
- Setup TNS: 0 ns
- Clock Power Share: 0.472
- Cycle use final: 0.5655
- # setup viols final: 0
- Worst hold path type: reg -> reg
- CP startpoint kind: flip-flop
- Worst path depth: 1
- Num CTS Buffers: 3
- Root Buffer: clkbuf_8
- Max stage delay cell, worst path: clkdlybuf4s50_1
- Final ANT Viol Nets: 0
- First-pass GRT wire length: between 1 and 1.5 mm
- Simple-Gate Area Share: 0.2607
- Core area: 3633 sq um
- Part of the power in registers: 0.497
- Max stage delay on crit path: around 0.45 ns
- Final Hold Viols: 0
- Die Wd: 81 microns
- Leak: 0.0001745 uW
- Mean routed wirelength per cell: slightly below 7 microns
- Headroom to the max-slew limit: 0.7612
- Vias in the first global route: around 310
- Worst EP arrival: 0.99 ns
- Final clock skew: between 0.004 and 0.005 ns
- Power per cell area: 615.7 nW/um^2
- Post-CTS Setup Bufs: 0
- CP required: approximately 2.2 ns
- Max cap viols: 0
- CP cell instances: clkdlybuf4s50_1
- Share of cells above drive strength 1: 0.09615
- Buf/Inv on CP: 1
power by group through the flow:
| stage | registers (uW) | clock network [uW] | logic (uW) |
|---|---|---|---|
| 4_1_cts | 171 | 163 | 10.8 |
| 5_1_grt | 171 | 175 | 12.6 |
| 6_report | 171 | 162 | 10.5 |
path summary, 6_finish.rpt:
| check | start | end | slack, ns |
|---|---|---|---|
| setup / recovery | cout | cout | 1.17 |
| hold / removal | ctr[1] | ctr[1] | 0.47 |
| setup reg to reg | ctr[1] | ctr[9] | 1.29 |
| hold reg to reg | ctr[1] | ctr[1] | 0.47 |
cell usage after synthesis:
cell type / n
nor2b_1: 1
nor3_1: 2
a21oi_1: 4
nand2_1: 1
xnor2_1: 2
or4_1: 1
nand2b_1: 1
nand4_2: 1
dfxtp_1: 11
nand4_1: 2
nor2_1: 4
nand3_1: 3
ha_1: 1
clkbuf_1: 1
mux2i_1: 1
o21ai_0: 3
or3_1: 3
inv_1: 2
o31ai_1: 1
xor2_1: 1
or2_2: 1
through the flow:
step | worst slack [ns] | hold WS (ns) | total power, uW | utilization | instances
2_1_floorplan | 1.437 | 0.4399 | 181.1 | - | 47
3_3_place_gp | 1.055 | 0.4566 | 183.7 | 0.1412 | 96
3_5_place_dp | 1.017 | 0.4654 | 184.6 | 0.1412 | 96
4_1_cts | 1.162 | 0.4756 | 345.1 | 0.1536 | 100
5_1_grt | 1.120 | 0.4898 | 359.2 | 0.1536 | 100
6_report | 1.173 | 0.4719 | 343.6 | 0.1536 | 100
flip-flops by register name, summed over array words and instances (netlist names):
name	cells
cout	1
ctr	10
layout by cell type (no fill, tap or decap):
| master | count |
|---|---|
| clkbuf_1 | 1 |
| or2_2 | 1 |
| clkbuf_8 | 3 |
| nand2b_1 | 1 |
| mux2i_1 | 1 |
| o21ai_0 | 3 |
| nand3_1 | 3 |
| nor2b_1 | 1 |
| inv_1 | 2 |
| nand4_2 | 1 |
| ha_1 | 1 |
| a21oi_1 | 4 |
| or3_1 | 3 |
| xor2_1 | 1 |
| dfxtp_1 | 11 |
| o31ai_1 | 1 |
| nand4_1 | 2 |
| or4_1 | 1 |
| xnor2_1 | 2 |
| clkdlybuf4s50_1 | 2 |
| nor3_1 | 2 |
| nor2_1 | 4 |
| nand2_1 | 1 |
layer usage:
metal  GRT usage  wire, microns  up-vias
met4    0.001730              0        0
met5           0              0        -
met2     0.03424            292        6
li1            -              -      175
met3     0.01336             54        0
met1     0.03497            330      147
logic make-up after synthesis:
group / count (synthesis)
AND/OR/NAND/NOR: 20
flip-flops: 11
AND-OR/OR-AND: 8
XOR/XNOR: 3
buffers and inverters: 3
multiplexers: 1
adder cells (fa/ha/maj): 1
area by class of cell:
class	count	area [sq um]	share of cell area
Sequential cell	11	220.2	0.3946
Multi-Input combinational cell	33	205.2	0.3677
Tap cell	48	60.06	0.1076
Clock buffer	4	45.04	0.08072
Timing Repair Buffer	2	20.02	0.03587
Inverter	2	7.507	0.01345
Power and IR drop assume default switching activity.
