==> /design/flow/design.v <==
module counter
  #(parameter WIDTH = 9)
   (input           clk,
    input           en,
    input [WIDTH:1] threshold,
    input           reset,
    output reg      finished);
   reg [WIDTH:1] ctr;
   always @(posedge clk)
     if (reset) begin
       {ctr, finished} <= {{WIDTH{1'b0}}, 1'b0};
     end else if (en) begin
        if (ctr >= threshold)
          finished <= 1'b1;
        else
          ctr <= ctr + 1;
     end
endmodule
==> /design/flow/run.sh <==
#!/bin/bash
# OpenROAD 26Q1-2900-gdf79404cd8, Yosys 0.63+post, stock flow scripts
make -C /OpenROAD-flow-scripts/flow DESIGN_CONFIG=/design/flow/config.mk WORK_HOME=/design/flow/orfs finish
==> /design/flow/config.mk <==
export PLATFORM = sky130hd
export DESIGN_NAME = counter
export DESIGN_NICKNAME = counter
export VERILOG_FILES = /design/flow/design.v
export SDC_FILE = /design/flow/constraint.sdc
export NUM_CORES = 4
export LEC_CHECK = 1
export CORE_AREA = 10 10 70 70
export DIE_AREA = 0 0 80 80
==> /design/flow/constraint.sdc <==
current_design counter

set clk_period 3.1
set clk_io_pct 0.2

create_clock -name clk0 -period $clk_period [get_ports {clk}]

set non_clock_inputs [all_inputs -no_clocks]
set_input_delay [expr $clk_period * $clk_io_pct] -clock clk0 $non_clock_inputs
set_output_delay [expr $clk_period * $clk_io_pct] -clock clk0 [all_outputs]
==> impl_metrics.py <==
# Flow results
metrics = {
    "run_status": {
        "outcome": "complete, no violations",
    },
    "placement": {
        "gpl.final_weighted_congestion": 0.780,
        "port_buffers": 12,
        "hpwlAfterDp_um": 1220,
    },
    "sta": {
        "timing.fmax_ghz": 0.414,
        "hold_violations_final": 0,
        "setup_violations": 0,
        "worst_tran_pin_value_ps": 477,
        "number_of_pins_exceeding_their_max_slew_limit_in_the_final_report": 0,
        "rsz_0062_raised_after_global_routing": "no",
        "timing.setup.tns_ps": 0,
        "timing.final.crit_period_ps": 2420,
        "skew_ps": 4.51,
        "finalClockPeriodUsage": 0.779,
        "slew_headroom": 0.681,
    },
    "run": {
        "openroad.warnings": 25,
        "max_cap_viols": 0,
    },
    "grt": {
        "global_route_wire_length_before_repair_um": 2470,
        "grt_max_degree": 16,
        "grt_remaining_overflow": 0,
        "first_global_vias": 598,
        "grt_util_all_layers": 0.0459,
        "grt_antenna_before_repair": 0,
    },
    "cts": {
        "cts_root_buffer": "sky130_fd_sc_hd__clkbuf_4",
        "ctsHtreeMaxLevel": 1,
        "cts_buffer_depth": 2,
        "numCtsBuffers": 3,
        "worstSkewPairLatency_ps": 260,
        "cts_resized": 0,
        "cts.clk_slew.worst_paths_ps": 70,
        "holdBufCountCts": 0,
        "cts_tree": "built",
        "post_cts_buffers": 0,
        "clock_sink_count": 10,
    },
    "yosys": {
        "synthDominantAreaCellType": "sky130_fd_sc_hd__dfxtp_1",
        "netlist_instances": 87,
        "ys.warnings.count": 1,
        "post_synth_main_area_contributors": "sky130_fd_sc_hd__dfxtp_1 (25%), sky130_fd_sc_hd__ha_1 (16%), sky130_fd_sc_hd__inv_1 (6.2%), sky130_fd_sc_hd__mux2_4 (5.7%), sky130_fd_sc_hd__a21oi_1 (4.5%)",
        "synth_seq_share": 0.254,
        "async_reset_ff_frac": 0,
        "area_of_the_synthesized_netlist_per_yosys_stat_sq_um": 787,
        "ys_seq_elements": 10,
        "netlist_area_sq_um": 787,
        "yosys_cells": 87,
        "postSynth.topFlopCell": "sky130_fd_sc_hd__dfxtp_1",
        "synth.distinct_cells": 35,
        "edf_count": 0,
        "synth_largest_type_area_fraction": 0.254,
        "synth.avg_cell_area_sq_um": 9.05,
    },
    "die": {
        "floorplan.die_area_sq_mm": 0.00640,
        "core.rowCount": 21,
        "die-width_um": 80,
        "std_cell_core_area_sq_mm": 0.00342,
        "number_of_top_level_pins": 13,
        "floorplan.core_util": 0.230,
        "dieHeight_um": 80,
    },
    "route": {
        "drt-initial-drc-count": 34,
        "via_count": 615,
        "antenna_left": 0,
        "antenna-diode-count": 0,
        "drt_pre_antenna_iters": 4,
        "routed_wirelength_um": 1460,
        "drc": 0,
        "drt-wirelength-per-cell_um": 9.86,
        "route.detailed.vias_per_inst": 4.16,
    },
    "pwr": {
        "power_density_mw_per_mm2": 272,
        "peakVddDrop_uv": 62.1,
        "leakagePower_nw": 0.444,
    },
    "critical_path": {
        "worst_setup_path_end_kind": "register",
        "crit_path_drt_ps": 3250,
        "critPathArrivalTime_ps": 2560,
        "worstPathCellList": "clkdlybuf4s50_1 > inv_1 > ha_1 > a211oi_1 > nor3_2 > a211oi_2 > buf_4 > nand3_2 > mux2_4",
        "timing_worst_setup_path_type": "input pin to register",
        "critical_path.startpoint_type": "input pin",
        "highest_fanout_seen_on_the_critical_path": 5,
        "critical_path_s_largest_stage_delay_ps": 450,
        "worst_path_slowest_cell": "sky130_fd_sc_hd__clkdlybuf4s50_1",
    },
    "finish": {
        "final_core_utilization": 0.288,
        "synthToLayoutAreaGrowth_pct": 24.8,
        "drive_above_1_share": 0.186,
    },
    "worst_hold_path": {
        "hold_path_class": "register to register",
    },
}
stage by stage:
step / area [sq um] / hold WS [ps] / instances / total power [W] / setup slack, ps
5_1_grt: 982 / 469 / 148 / 0.000284 / 573
3_5_place_dp: 960 / 442 / 145 / 0.000183 / 418
2_1_floorplan: 787 / 411 / 87 / 0.000163 / 979
3_3_place_gp: 960 / 440 / 145 / 0.000181 / 414
4_1_cts: 982 / 457 / 148 / 0.000273 / 680
6_report: 982 / 452 / 148 / 0.000267 / 684
metal layers:
metal | track usage | part of all wire | vias up
met4 | 0.00880 | 0.011 | 0
met1 | 0.0575 | 0.46 | 274
met2 | 0.0706 | 0.45 | 9
met3 | 0.0216 | 0.081 | 2
li1 | - | - | 330
met5 | 0 | 0 | -
cells in the final DEF, fill, tap and decap left out, drive strengths merged, types with 3 or more instances in the layout:
master	Yosys	final
inv	13	13
clkdlybuf4s50	0	12
ha	10	10
dfxtp	10	10
nor2	7	7
a21oi	7	7
nand2b	4	4
mux2	4	4
nand3	4	4
clkbuf	0	3
nand2	3	3
and3	3	3
cells in the mapped netlist (2+ instances only):
library cell / instances
sky130_fd_sc_hd__dfxtp_1: 10
sky130_fd_sc_hd__a21o_2: 2
sky130_fd_sc_hd__nand3_1: 2
sky130_fd_sc_hd__nor2b_1: 2
sky130_fd_sc_hd__nand2b_1: 3
sky130_fd_sc_hd__and3_1: 2
sky130_fd_sc_hd__inv_1: 13
sky130_fd_sc_hd__ha_1: 10
sky130_fd_sc_hd__nor2_1: 7
sky130_fd_sc_hd__and2_1: 2
sky130_fd_sc_hd__mux2_4: 3
sky130_fd_sc_hd__nand2_1: 2
sky130_fd_sc_hd__a21oi_1: 7
flip-flops by register name, summed over array words and instances, names as in the netlist:
name	count
ctr	9
finished	1
critical path: cells and delay by family:
| family | cells | cell delay (ps) |
|---|---|---|
| multiplexers | 1 | 290 |
| AND-OR/OR-AND | 2 | 510 |
| buffers and inverters | 3 | 690 |
| AND/OR/NAND/NOR | 2 | 160 |
| adder cells (fa/ha/maj) | 1 | 290 |
where the power goes:
group          switching (W)  internal (W)  total (W)  leakage, nW
logic              0.0000177     0.0000270  0.0000447        0.349
clock network      0.0000436     0.0000448  0.0000884       0.0138
registers         0.00000265      0.000131   0.000134       0.0809
total              0.0000640      0.000203   0.000267        0.444
path summary, 6_finish.rpt:
check                             startpoint       end  slack, ps  depth (start not counted)
worst min-delay path                finished  finished        450                          2
worst max register to register        ctr[1]    ctr[9]       1080                          8
worst max-delay path            threshold[3]    ctr[9]        680                          9
worst min register to register      finished  finished        450                          2
cell families (layout without fill, tap and decap cells):
group           after synthesis  count (layout)  synth area share
compound gates               15              15             0.137
xor+xnor                      1               1            0.0111
fa+ha+maj                    10              10             0.159
buf+inv                      15              30            0.0874
flops                        10              10             0.254
mux                           5               5            0.0843
simple gates                 31              31             0.267
layout make-up:
| class | count | area, sq um |
|---|---|---|
| Fill cell | 364 | 2430 |
| Multi-Input combinational cell | 62 | 518 |
| Tap cell | 46 | 57.6 |
| Timing Repair Buffer | 14 | 135 |
| Sequential cell | 10 | 200 |
| Inverter | 13 | 48.8 |
| Clock buffer | 3 | 22.5 |
Power is estimated from default activity; no workload was simulated.
